===== flow/design.v =====
module FullAdder_GateLevel (
    input A,
    input B,
    input Cin,
    output Sum,
    output Cout
);
    wire AxorB, AandB, AxorB_and_Cin;
    xor (AxorB, A, B);
    xor (Sum, AxorB, Cin);
    and (AandB, A, B);
    and (AxorB_and_Cin, AxorB, Cin);
    or  (Cout, AandB, AxorB_and_Cin);
endmodule
module Adder32_GateLevel (
    input  [31:0] A,
    input  [31:0] B,
    output [31:0] Sum,
    output        CarryOut
);
    wire [31:0] carry;
    genvar i;
    generate
        for (i = 0; i < 32; i = i + 1) begin : full_adders
            if (i == 0) begin
                FullAdder_GateLevel fa (
                    .A(A[i]),
                    .B(B[i]),
                    .Cin(1'b0),
                    .Sum(Sum[i]),
                    .Cout(carry[i])
                );
            end else begin
                FullAdder_GateLevel fa (
                    .A(A[i]),
                    .B(B[i]),
                    .Cin(carry[i-1]),
                    .Sum(Sum[i]),
                    .Cout(carry[i])
                );
            end
        end
    endgenerate
    assign CarryOut = carry[31];
endmodule

===== flow/constraint.sdc =====
current_design Adder32_GateLevel

set clk_period 23.9
set clk_io_pct 0.2

create_clock -name clk0 -period $clk_period

set non_clock_inputs [all_inputs -no_clocks]
set_input_delay [expr $clk_period * $clk_io_pct] -clock clk0 $non_clock_inputs
set_output_delay [expr $clk_period * $clk_io_pct] -clock clk0 [all_outputs]

===== flow/run.sh =====
#!/bin/bash
# OpenROAD 26Q1-2900-gdf79404cd8, Yosys 0.63+post, stock flow scripts
make -C /OpenROAD-flow-scripts/flow DESIGN_CONFIG=/design/flow/config.mk WORK_HOME=/design/flow/orfs finish

===== flow/config.mk =====
export PLATFORM = sky130hd
export DESIGN_NAME = Adder32_GateLevel
export DESIGN_NICKNAME = Adder32_GateLevel
export VERILOG_FILES = /design/flow/design.v
export SDC_FILE = /design/flow/constraint.sdc
export NUM_CORES = 4
export LEC_CHECK = 1
export CORE_AREA = 10 10 83 83
export DIE_AREA = 0 0 93 93

==> summary.txt <==
Figures from the implementation reports.

- The number of global-route vias before repair is 889.
- The type of the worst setup path reads in -> out.
- The class of the tightest hold or removal check reads in -> out.
- The number of maximum-capacitance violations recorded for the run is 0.
- The netlist uses 4 different library cells.
- The leakage power is 0.642 nW.
- STA classifies the critical path endpoint as an output pin.
- The total design power is 0.0444 mW.
- The initial cell density of the core is 17.4%.
- The worst path required time is 19.12 ns.
- The startpoint type of the worst setup path is a primary input.
- The HPWL after detailed placement is 3210 microns.
- The top cell type's share of synthesized area reads 69.6%.
- The sequential-to-total area share from yosys stat reads 0%.
- The final worst-path setup slack reads 0.781 ns.
- The total negative setup slack reads 0 ns.
- The die width reads 93 microns.
- The number of buffers added to fix hold violations after cts is 0.
- Dividing total power by cell area gives a power density of 26.0 mW/mm^2.
- The post-synthesis cell type with the largest instance count is sky130_fd_sc_hd__buf_4.
- The critical-path maximum fanout reads 1.
- The core area is 0.00514 sq mm.
- The first-pass GRT wire length reads 4990 microns.
- The chip occupies 0.00865 sq mm.
- The floorplan die height reads 93 microns.
- For this run, the script counts the antenna cells in the layout as 0.
- The launch point of the worst path is A[0].
- The layout-stage area growth over the synthesis result is 91.7%.
- The number of failing setup endpoints in the final timing report reads 0.
- The sequential cell count is 0.
- Subtracting the final worst setup slack from the clock period gives 23.12 ns.
- The all-layer global routing usage reads 7.37%.
- Counting the warning lines in the Yosys log gives 0.
- The total cell area reported by yosys after synthesis reads 892 sq um.
- After synthesis, the most frequently instantiated cells are 32 x sky130_fd_sc_hd__buf_4, 31 x sky130_fd_sc_hd__fa_1, 5 x sky130_fd_sc_hd__inv_1.
- The post-place setup slack is 0.704 ns.
- The pin closest to its max-slew limit shows a slew of 0.143 ns.
- The layout filler cell count reads 525.
- During I/O placement, the number of pins put on the boundary was 97.
- Per the detail_route report, DRC violations left total 0.
- The maximum frequency from static timing analysis reads 43.3 MHz.
- The critical path data arrival time is 18.34 ns.
- Registers take 0 sq um.
- The final period utilization reads 96.7%.
- Once iteration 0 of detailed routing completed, the report listed 0 DRC markers.
- For this run the aggregate overflow at the end of global routing stands at 0.
- The number of antenna violations at the first check in global routing reads 0.
- Per the final timing report, the hold violations number 0.
- Across all layers, the routed design uses 711 vias.
- The iteration count recorded for the first detailed-route pass is 1.
- The end point of the critical path reads Sum[31].
- The routability-driven placement congestion ratio is 0.828.
- The synthesized instance count is 69.
- The routed wire length per instance is 15.7 microns.
- The worst-case max-slew headroom was logged as 90.4%.
- For this run, the detailed router reports a per-instance via density of 3.49.
- The highest ir drop seen on vdd reads 0.00932 mV.
- The number of clock buffers in the layout reads 0.
- The pin count of the biggest net entering global routing is 2.
- Dividing the synthesized area by the synthesized cell count gives 12.9 sq um.
- On the worst path, the slowest cell contributes a delay of 0.48 ns.
- Summing over the stages, the warning tally comes to 32.
- The post-synth design cell area is 892 sq um.
- The number of post-CTS setup repair buffers reads 0.
- Input and output buffers added on the ports amount to 97.
- The count of final max-slew check failures reads 0.
- The synthesized netlist was found by Yosys to have 69 cells.
- The biggest area contributor in the post-synthesis netlist is sky130_fd_sc_hd__fa_1.
- The detail route stage leaves a number of antenna-violating nets equal to 0.
- Setup repair after global routing left no endpoint under its margin.
- Summed over all layers, the routed wires come to 3210 microns.
- The flow ran to the end, and the final reports show no timing, DRC or antenna violations.
- The library cell contributing the largest single delay on the critical path reads sky130_fd_sc_hd__clkdlybuf4s50_1.
- The post-CTS resize count reads 0.
- In the post-synthesis netlist, the biggest area contributors are sky130_fd_sc_hd__fa_1 70%, sky130_fd_sc_hd__buf_4 27%, sky130_fd_sc_hd__inv_1 2.1%.
- The most used cell along the critical path is sky130_fd_sc_hd__fa_1.
- The row count reads 26.
- The layout summary lists the proportion of cells stronger than drive strength 1 as 0%.
- The number of cells on the worst hold path is 3.
## how the worst min path moves through the flow
stage / start / endpoint / slack [ns]
CTS: B[0] / Sum[0] / 10.61
global route: B[0] / Sum[0] / 10.65
finish: B[0] / Sum[0] / 10.62
## report_power, final
group          switching, mW  internal, mW  leakage, nW
registers                  0             0            0
clock network              0             0            0
logic                 0.0117        0.0327        0.642
total                 0.0117        0.0327        0.642
## critical path: cells and delay by family
family / cells / cell delay [ns]
adders and majority gates: 32 / 12.55
buffers and inverters: 4 / 1.01
## layout make-up
cell class                 instances  area (sq um)  area share (%)
inverter                           5          18.8            1.10
multi-input combinational         32           633            37.0
tap                               70          87.6            5.12
timing repair buffer              97           971            56.8
## kinds of logic after synthesis
family,Yosys count,synth area share (%)
buffers and inverters,37,29.0
adder cells (fa/ha/maj),32,71.0
## cells in the final DEF (no fill, tap or decap)
master                            Yosys  routed
sky130_fd_sc_hd__clkdlybuf4s50_1      0      97
sky130_fd_sc_hd__fa_1                31      31
sky130_fd_sc_hd__inv_1                5       5
sky130_fd_sc_hd__ha_1                 1       1
## metrics by stage
stage | cell area [sq um] | util, % | hold WS [ns] | instances
floorplan | 892 | - | 9.73 | 69
global placement | 1710 | 33.3 | 10.60 | 204
detailed placement | 1710 | 33.3 | 10.61 | 204
CTS | 1710 | 33.3 | 10.61 | 204
global route | 1710 | 33.3 | 10.65 | 204
finish | 1710 | 33.3 | 10.62 | 204
## routing by layer
metal / routed length (microns) / track usage, % / vias to the layer above
met5: 0 / 0 / -
met4: 0 / 0 / 0
met3: 811 / 6.87 / 0
met2: 1030 / 9.46 / 99
met1: 1370 / 9.46 / 311
li1: - / - / 301
Power is estimated from default activity; no workload was simulated.
